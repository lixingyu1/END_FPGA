$ cat flow/config.mk
export PLATFORM = sky130hd
export DESIGN_NAME = pwm_adc
export DESIGN_NICKNAME = pwm_adc
export VERILOG_FILES = /design/flow/design.v
export SDC_FILE = /design/flow/constraint.sdc
export NUM_CORES = 4
export LEC_CHECK = 1
export CORE_UTILIZATION = 40
$ cat flow/constraint.sdc
current_design pwm_adc

set clk_period 11.1
set clk_io_pct 0.2

create_clock -name clk0 -period $clk_period [get_ports {clk}]

set non_clock_inputs [all_inputs -no_clocks]
set_input_delay [expr $clk_period * $clk_io_pct] -clock clk0 $non_clock_inputs
set_output_delay [expr $clk_period * $clk_io_pct] -clock clk0 [all_outputs]
$ cat flow/design.v
module pwm_adc (
    input               clk,
    input               rstn,
    input    [18:0]     freq,
    output   reg        pwm
);
reg [22:0]  cnt_max;
reg [22:0]cnt;
always @(posedge clk or negedge rstn) begin
    if(!rstn)
        cnt_max <= 0;
    else 
        cnt_max <= 781250 /  freq ; 
end
always @(posedge clk or negedge rstn) begin
    if(!rstn)
        cnt <= 0;
    else if(cnt >= cnt_max - 1)
        cnt <= 0;
    else
        cnt <= cnt + 1;
end
always @(posedge clk or negedge rstn) begin
    if(!rstn)
        pwm <= 0;
    else if(cnt >= cnt_max - 1)
        pwm <= ~pwm;
    else
        pwm <= pwm;
end
endmodule  
$ cat flow/run.sh
#!/bin/bash
# OpenROAD 26Q1-2900-gdf79404cd8, Yosys 0.63+post, stock flow scripts
make -C /OpenROAD-flow-scripts/flow DESIGN_CONFIG=/design/flow/config.mk WORK_HOME=/design/flow/orfs finish
==> results_dict.tcl <==
# collected from the flow reports
set metrics [dict create \
    layout_top_cell "buf_4" \
    wirelength_um 112700 \
    cts_tree "done" \
    synthCells 4041 \
    dr_wl_met3_um 6858 \
    antenna_found_initial 3 \
    n_fill_cell 5133 \
    clkSinkCount 47 \
    ios 22 \
    area_growth_pct 69.45 \
    cp_slowest_cell "or4_4" \
    yosys-stat-area_mm2 0.02804 \
    htreeDepth 2 \
    relSlewSlack_pct 47.51 \
    rsz0062_at_grt "true" \
    synth.avg_cell_area_um2 6.939 \
    dieArea_mm2 0.07116 \
    ys_types 116 \
    avgViaCountPerCell 5.452 \
    start_kind "primary input" \
    synth_area_mm2 0.02804 \
    numPortBuffers 21 \
    wl_per_cell_um 16.41 \
    hold_violations 0 \
    status "finished with violations" \
    yosys_warnings 1 \
    ant_nets 0 \
    grt_max_degree 39 \
    tool_warnings 28 \
    ys_cells 4041 \
    period_needed_ns 70.86 \
    insertion_delay_ns 0.33 \
    vias 37440 \
    drive_gt1_share_pct 45.17 \
    grt_use_total_pct 30.71 \
    setup_tns_ns -600.08 \
    grt_pass1_vias 34590 \
    fp.dieH_um 266.8 \
    worstHoldPathType "flop to flop" \
    critPathTopFamily "AND-OR/OR-AND gates" \
    dr.pass1.iters 8 \
    slowest_delay_ns 0.65 \
    cts_made_buffers 5 \
    cts_buffer_depth 2 \
    routed.top_layer "met5" \
    m1WireLength_um 52090 \
    layout_top_cells "buf_4 (1887), nor2_1 (409), ha_1 (343), nand2_1 (313), a21oi_1 (269)" \
    fmax_mhz 14.11 \
    die_w_um 266.8 \
    place_ws_ns -62.13 \
    ys_seq_share_pct 4.195 \
    fp_util_pct 40.67 \
    grt_pass1_wl_um 175400 \
    path_clk_slew_ns 0.10 \
    failed_checks "setup timing" \
    synthFlopType "dfrtp_1" \
    place.gp.congestion 1.008 \
    crit_top_cell "o21a_1" \
    worstPathRequired_ns 11.32 \
    worstSetupPathType "primary input to flop" \
    hpwl_um 84400 \
    finalCritPeriodShare_pct 638.4 \
    worst_pin_slew_ns 0.7874 \
    grt_overflow 0 \
    remaining_drc_errors 0 \
    endpoint_kind "flop" \
    cts-root-buf "clkbuf_16" \
    dr_wl_met2_um 49580 \
    rows 96 \
    clock_skew_ns 0.02520 \
    cp_max_fo 9 \
    worst_slack_ns -59.76 \
    edf_count 0 \
    drt-initial-drc-count 2298 \
    crit_buf_inv 77 \
    slew_viol_final 0 \
    ys_async_sr_fraction_pct 100.0 \
    coreArea_mm2 0.06895 \
    setup_viol 23 \
    worstPathArrival_ns 71.08 \
    ys_ff 47 \
    max_cap_viol_count 0 \
]
metal layers:
layer | vias up | track usage (%)
met1 | 17330 | 43.32
li1 | 18850 | -
met4 | 2 | 7.782
met5 | - | 0
met2 | 1031 | 49.97
met3 | 232 | 3.283
kinds of logic (layout without fill, tap and decap cells):
| group | after synthesis | count (layout) | synth area share, % |
|---|---|---|---|
| AND-OR/OR-AND | 1369 | 1369 | 32.76 |
| AND/OR/NAND/NOR | 1498 | 1498 | 25.89 |
| adder cells (fa/ha/maj) | 429 | 429 | 19.14 |
| multiplexers | 131 | 131 | 5.194 |
| XOR/XNOR | 285 | 285 | 8.902 |
| buffers and inverters | 281 | 2175 | 3.909 |
| other | 1 | 2 | 0.01337 |
| flip-flops | 47 | 47 | 4.195 |
cell usage after synthesis (8+ instances only):
master     count  area (µm²)
a211o_1       16       140.1
a211oi_1      30       225.2
a21boi_0      29       217.7
a21o_1       145        1089
a21oi_1      352        1762
a22oi_1       11       82.58
a31o_2        18       157.7
a31oi_1       39       244.0
and2_1        45       281.5
and3_1        51       319.1
and4_1         9       78.83
buf_1         16       60.06
buf_2         15       75.07
clkbuf_1      64       240.2
dfrtp_1       47        1176
ha_1         429        5368
inv_1        165       619.3
inv_2         15       56.30
mux2_2       101        1137
mux2i_1       26       260.3
nand2_1      337        1265
nand2b_1     108       675.7
nand3_1      113       565.5
nand3b_1      15       112.6
nand4_1       27       168.9
nor2_1       469        1760
nor2b_1       50       312.8
nor3_1       127       635.6
nor4_1        22       137.6
o2111ai_1     12       105.1
o211a_1       12       120.1
o211ai_1      33       247.7
o21a_1       134        1006
o21ai_0      249        1246
o21ai_1       29       145.1
o21bai_1      16       120.1
o221ai_1       8       70.07
o22ai_1       15       93.84
o31a_1        12       105.1
o31ai_1       68       510.5
or2_2         32       200.2
or3_1         37       231.5
or4_1         14       105.1
xnor2_1      182        1594
xor2_1       103       902.1
what timing repair did:
action                     CTS  global route
pin swaps                  229           185
gates resized              341           245
buffers inserted           265            92
cloned                       9             0
setup endpoints to repair   23            23
hold buffers                 0             0
through the flow:
stage	cell area [µm²]	hold WS, ns	cells	utilization [%]
after floorplan	29700	0.4204	4041	-
after global placement	42300	0.5340	6498	61.35
final	47510	0.5463	6867	68.91
after CTS	45800	0.5648	6779	66.42
after global routing	47510	0.5754	6867	68.91
after detailed placement	42300	0.5483	6498	61.35
cell type report:
| type | count | area [µm²] | share of cell area [%] |
|---|---|---|---|
| Timing Repair Buffer | 1979 | 15240 | 32.09 |
| Multi-Input combinational cell | 3713 | 28960 | 60.96 |
| Tap cell | 931 | 1165 | 2.452 |
| Antenna cell | 1 | 2.502 | 0.005267 |
| Timing Repair inverter | 7 | 53.80 | 0.1132 |
| Sequential cell | 47 | 1176 | 2.475 |
| Clock inverter | 3 | 46.29 | 0.09744 |
| Clock buffer | 5 | 125.1 | 0.2633 |
| Inverter | 181 | 737.0 | 1.551 |
flip-flops by register name (all words and copies together), names as in the netlist:
| signal | count |
|---|---|
| cnt | 23 |
| cnt_max | 23 |
| pwm | 1 |
worst reg2reg max path: cells and delay by family, from the launching register on:
kind                       cells  cell delay (ns)
adders and majority gates      2             0.58
buffers and inverters          2             0.36
DFF                            1             0.54
xor gates and xnor gates       1             0.17
AOI/OAI and AO/OA             16             2.25
and+or+nand+nor               14             0.90
worst paths after layout:
check	end	slack (ns)	start	cells after the start
worst max-delay path	cnt_max[0]	-59.76	freq[1]	413
worst min-delay path	pwm	0.55	pwm	1
worst max register to register	pwm	6.18	cnt_max[0]	35
worst min register to register	pwm	0.55	pwm	1
max in group asynchronous	cnt[13]	8.27	rstn	2
min in group asynchronous	cnt_max[6]	1.87	rstn	1
