===== /design/flow/run.sh =====
#!/bin/bash
# OpenROAD 26Q1-2900-gdf79404cd8, Yosys 0.63+post, stock flow scripts
make -C /OpenROAD-flow-scripts/flow DESIGN_CONFIG=/design/flow/config.mk WORK_HOME=/design/flow/orfs finish

===== /design/flow/config.mk =====
export PLATFORM = sky130hd
export DESIGN_NAME = AD9226
export DESIGN_NICKNAME = AD9226
export VERILOG_FILES = /design/flow/design.v
export SDC_FILE = /design/flow/constraint.sdc
export NUM_CORES = 4
export LEC_CHECK = 1
export CORE_AREA = 10 10 70 70
export DIE_AREA = 0 0 80 80

===== /design/flow/constraint.sdc =====
current_design AD9226

set clk_period 1.0
set clk_io_pct 0.2

create_clock -name clk0 -period $clk_period [get_ports {clk}]

set non_clock_inputs [all_inputs -no_clocks]
set_input_delay [expr $clk_period * $clk_io_pct] -clock clk0 $non_clock_inputs
set_output_delay [expr $clk_period * $clk_io_pct] -clock clk0 [all_outputs]

===== /design/flow/design.v =====
 module AD9226 (
    input           clk,            
    input           rstn,
    output          clk_driver,
    input           [12:0]IO_data,
    output     reg  [12:0]ADC_Data  
);
reg [31:0]clkCnt;
always@(posedge clk or  negedge rstn)
	if(!rstn)
		clkCnt <= 32'd0;
	else if(clkCnt == (4-1)) begin
		clkCnt <= 32'd0;
	end
	else begin
		clkCnt <= clkCnt + 32'd1;
	end
assign clk_driver = clk;
always @(posedge clk or negedge rstn) begin
	if(!rstn)
		ADC_Data <= 0;
	else
		ADC_Data <= IO_data;
    end
endmodule  

==> out/notes.md <==
The layout report lists the multi-input gate area as 0 sq um. The data required time reported for the critical path is 800 ps. The worst max-slew margin expressed relative to the limit came out at 0.926. The tools report the cell area after synthesis as 333 sq um. Element type at the critical path end: a primary output. Per the detailed-route log, wirelength across all metal layers totals 1030 microns. The region available for standard cell placement spans 3420 sq um. Looking at the critical path, the single cell with the biggest stage delay is sky130_fd_sc_hd__dfrtp_1. Row count: 21. The run finished, with violations left. The critical path goes through buf_2.

The fraction of post-synthesis cell area in the top cell type by area came out at 0.977. The overall overflow remaining after global route was 0; the switching power summed over all nets was 204 uW. For the pin with the worst max-slew slack, the measured transition is 111 ps. The period utilization is 1.05, and the part of the Yosys area used for sequential elements is 0.977. After clock tree synthesis, the flow added hold-fix buffers numbering 0.

The initial antenna violation count came out at 0. Looking at the worst setup and hold paths, the clock pins of their registers show a slew of 70 ps. The total of warnings raised by yosys came out at 1. The main area contributors are sky130_fd_sc_hd__dfrtp_1 98%, sky130_fd_sc_hd__buf_4 2.3%. Post-CTS setup buffer count: 0.

The worst setup path is of the reg2out kind. Once iteration 0 of detailed routing completed, the report listed 5 DRC markers. The DRC violation total left in the routed layout is recorded as 0.

The overall via count from detail_route came out at 230. The final worst slack was -50.9 ps; the maximum number of pins on one net before global-route repair was 14. Synthesis instantiated 2 different standard cells from the library. STA puts the critical path data arrival time at 850 ps. The routed design shows a wire length per standard cell of 11.0 microns. Cell type with the largest total area after synthesis: sky130_fd_sc_hd__dfrtp_1. Per the power-grid run, VDD falls by no more than 0.315 mV.

TritonCTS built the clock tree. The script computed a power per unit cell area of 1730 nW/um^2. The highest clock rate this design can be run at is 952 MHz.

The share of layout cells above drive strength 1 was 0.417. The yosys cell count is 14. Measured along the x axis, the die boundary spans 80 microns. The clock share of power is 0.429, and the total I/O pin count is 29. The total of flip-flops plus latches after synthesis works out to 13. With the setup-violating endpoint count in the final report at 13, the number of port buffers is 28. The final reports fail on setup timing. More flip-flops sit in one register than any other, and that register is ADC_Data. The number of flip-flops in the largest register was 13.

In the final report, the number of hold violations comes to 0. On the worst path, the slowest cell contributes a delay of 370 ps. The via count of the first global-routing pass was 280.

The clock period minus worst slack came out at 1050 ps. The combinational power share is 0.083, and the internal power component is 937 uW. The post-placement cell count is 88, and the footprint of the flip-flops and latches is 325 sq um.

The switching share of power came out at 0.179. The tools report the total of max-cap violations as 0. The tools report the effective utilization at floorplan as 0.0974.

Leaving out filler cells and counting taps, the final layout contains 94. Across all stage logs, warnings added up to 28. The leakage component of the power was reported as 0.000297 uW. For this run, the detailed router reports a per-instance via density of 2.45.

The first global-routing pass estimated 1520 microns of wire. The number of logic gates is 0, and the combined global-route utilization of all metal layers is 0.0321. In the final layout, the registers with the most flip-flops are ADC_Data x13.

The worst setup path is launched from a register. The area added between synthesis and finish came out at 98.5%. Setup repair after global routing could not meet its margin everywhere.

The run gives 6400 sq um as the floorplan die area. The run gives 333 sq um as the Yosys chip area. The critical-path maximum fanout works out to 1. Overall power consumption after layout is estimated at 1140 uW.

The number of instances in the synthesized netlist was 14. Filler cell count: 378. The total count of max-transition violations in the final report is 0. The buffering stage count on the worst path with inverters included is 1, and the height of the die is 80 microns. The min-delay analysis places its worst path in the category in2async. In the log, the iteration count for the first detailed-route pass is 2. In this run the remaining antenna-violating nets after routing total 0. The average size of a mapped cell works out to 23.8 sq um. The kind of cell adding the most delay to the critical path is flip-flops. Share of total power in sequential cells: 0.488.

The last weighted congestion value of the routability-driven placer is 0.638. The routed design ends up with an antenna cell count of 0.
[synth_stat cells (all sizes together)]
library cell / instances
dfrtp: 13
buf: 1
[stage by stage]
step	util	hold slack (ps)	TNS [ps]	worst slack, ps	area [sq um]
6_report	0.193	154	-471	-50.9	661
2_1_floorplan	-	-95.6	0	202	333
4_1_cts	0.193	145	-724	-66.8	661
5_1_grt	0.193	145	-1070	-103	661
3_3_place_gp	0.200	538	-67.4	-67.4	683
3_5_place_dp	0.200	543	-67.4	-67.4	683
[worst paths after layout]
kind                              from            to  cells after the start  slack, ps
max                        ADC_Data[5]   ADC_Data[5]                      1        -50
min                               rstn   ADC_Data[7]                      2        150
max in group asynchronous         rstn  ADC_Data[12]                      2        740
min in group clk0           IO_data[5]   ADC_Data[5]                      1        260
[layer usage]
metal | wire length, microns | GRT usage
met2 | 596 | 0.0562
met1 | 313 | 0.0288
met4 | 22 | 0.0158
met5 | 0 | 0
met3 | 101 | 0.0182
[cells by family after synthesis]
family,share of synthesized area
buffers and inverters,0.0226
flip-flops,0.977
[final cells by class]
cell class,instances,share of cell area
tap,46,0.0871
sequential,13,0.492
clock buffer,7,0.0795
timing repair buffer,28,0.341
[timing repair]
| action | 4_1_cts | 5_1_grt |
|---|---|---|
| cloned | 0 | 0 |
| endpoints found under the hold margin | 0 | 0 |
| setup endpoints to repair | 14 | 13 |
| gates resized | 43 | 0 |
| pin swaps | 0 | 0 |
[power groups by stage]
| stage | sequential, uW | clock, uW | combinational (uW) |
|---|---|---|---|
| 6_report | 557 | 489 | 94.8 |
| 5_1_grt | 561 | 544 | 104 |
| 4_1_cts | 557 | 517 | 98.5 |
[layout by cell type (no fill, tap or decap)]
cell / netlist / layout
sky130_fd_sc_hd__buf_12: 0 / 1
sky130_fd_sc_hd__buf_2: 0 / 13
sky130_fd_sc_hd__buf_6: 0 / 1
sky130_fd_sc_hd__clkbuf_1: 0 / 1
sky130_fd_sc_hd__clkbuf_4: 0 / 5
sky130_fd_sc_hd__clkdlybuf4s50_1: 0 / 14
sky130_fd_sc_hd__dfrtp_1: 13 / 13
Power is estimated from default activity; no workload was simulated.
